==> design/flow/design.v <==
module downsample (
    input clk,
    input clk_enable,
    input reset,
    input signed [15:0] in1,
    input signed [15:0] in2,
    output reg signed [15:0] out_g,
    output reg signed [15:0] out_f,
    output reg clk_out
);
    reg toggle;
    always @(posedge clk or posedge reset) begin
        if (reset) begin
            toggle <= 0;
            out_g <= 0;
            out_f <= 0;
            clk_out <= 0;
        end else if (clk_enable) begin
            toggle <= ~toggle;
            if (toggle) begin
                out_g <= in1;
                out_f <= in2;
                clk_out <= 1;
            end else begin
                clk_out <= 0;
            end
        end
    end
endmodule
module dwt_top (
    input clk,
    input clk_enable,
    input reset,
    input signed [15:0] filter_in,
    output signed [15:0] D1, D2, D3, D4
);
    wire signed [15:0] f_raw, g_raw;
    hp hp1(.clk(clk), .clk_enable(clk_enable), .reset(reset), .filter_in(filter_in), .f_raw(f_raw));
    lp lp1(.clk(clk), .clk_enable(clk_enable), .reset(reset), .filter_in(filter_in), .g_raw(g_raw));
    wire signed [15:0] f, g;
    wire clk_2;
    downsample ds1(.clk(clk), .clk_enable(clk_enable), .reset(reset), .in1(g_raw), .in2(f_raw), .out_g(g), .out_f(f), .clk_out(clk_2));
    wire signed [15:0] f_g_raw, g_g_raw, f_g, g_g;
    hp hp2(.clk(clk_2), .clk_enable(clk_enable), .reset(reset), .filter_in(g), .f_raw(f_g_raw));
    lp lp2(.clk(clk_2), .clk_enable(clk_enable), .reset(reset), .filter_in(g), .g_raw(g_g_raw));
    wire clk_4;
    downsample ds2(.clk(clk_2), .clk_enable(clk_enable), .reset(reset), .in1(g_g_raw), .in2(f_g_raw), .out_g(g_g), .out_f(f_g), .clk_out(clk_4));
    wire signed [15:0] f_g_g_raw, g_g_g_raw, f_g_g, g_g_g;
    hp hp3(.clk(clk_4), .clk_enable(clk_enable), .reset(reset), .filter_in(g_g), .f_raw(f_g_g_raw));
    lp lp3(.clk(clk_4), .clk_enable(clk_enable), .reset(reset), .filter_in(g_g), .g_raw(g_g_g_raw));
    wire clk_8;
    downsample ds3(.clk(clk_4), .clk_enable(clk_enable), .reset(reset), .in1(g_g_g_raw), .in2(f_g_g_raw), .out_g(g_g_g), .out_f(f_g_g), .clk_out(clk_8));
    assign D4 = g_g_g;
    assign D3 = f_g_g;
    assign D2 = g_g;
    assign D1 = f_g;
endmodule
module hp (
    input clk,
    input clk_enable,
    input reset,
    input signed [15:0] filter_in,
    output signed [15:0] f_raw
);
    reg signed [15:0] reg_in;
    always @(posedge clk or posedge reset) begin
        if (reset) reg_in <= 0;
        else if (clk_enable) reg_in <= filter_in;
    end
    assign f_raw = reg_in;  
endmodule
module lp (
    input clk,
    input clk_enable,
    input reset,
    input signed [15:0] filter_in,
    output signed [15:0] g_raw
);
    reg signed [15:0] reg_in;
    always @(posedge clk or posedge reset) begin
        if (reset) reg_in <= 0;
        else if (clk_enable) reg_in <= filter_in;
    end
    assign g_raw = reg_in;  
endmodule
==> design/flow/constraint.sdc <==
current_design dwt_top

set clk_period 2.6
set clk_io_pct 0.2

create_clock -name clk0 -period $clk_period [get_ports {clk}]

set non_clock_inputs [all_inputs -no_clocks]
set_input_delay [expr $clk_period * $clk_io_pct] -clock clk0 $non_clock_inputs
set_output_delay [expr $clk_period * $clk_io_pct] -clock clk0 [all_outputs]
==> design/flow/run.sh <==
#!/bin/bash
# OpenROAD 26Q1-2900-gdf79404cd8, Yosys 0.63+post, stock flow scripts
make -C /OpenROAD-flow-scripts/flow DESIGN_CONFIG=/design/flow/config.mk WORK_HOME=/design/flow/orfs finish
==> design/flow/config.mk <==
export PLATFORM = sky130hd
export DESIGN_NAME = dwt_top
export DESIGN_NICKNAME = dwt_top
export VERILOG_FILES = /design/flow/design.v
export SDC_FILE = /design/flow/constraint.sdc
export NUM_CORES = 4
export LEC_CHECK = 1
export CORE_UTILIZATION = 50
==> ci_impl_report.md <==
### Flow metrics

| Metric | Value |
|---|---|
| Outcome | completed |
| Ratio of final minimum period to clock period | 48.0% |
| Finish-stage setup viols | 0 |
| Sw Pwr | 0.634 mW |
| Routed len/inst | 13.6 um |
| FF-to-FF path depth | 2 |
| Design area | 0.00484 mm2 |
| Die Span Y | 92.1 um |
| Flop pwr share | 51.2% |
| Tool warnings | 28 |
| Peak VDD IR | 578 uV |
| Antenna Diode Count | 0 |
| Core area | 0.00781 mm2 |
| Rel. slew slack | 64.0% |
| Unrepaired setup endpoints after global routing | false |
| Post-synth top flop | dfrtp_1 |
| Synthesized cell area | 0.00406 mm2 |
| First-pass GRT wire length | 9730 um |
| 1st-pass router iterations | 3 |
| Yosys stat cell total | 249 |
| Max-area cell share | 62.2% |
| Synth Instances | 249 |
| PwrDens | 533 mW/mm2 |
| DP HPWL | 3810 um |
| Die Footprint | 0.00848 mm2 |
| Largest area contributor in the netlist | dfrtp_1 |
| Comb pwr share | 33.9% |
| Post-synth top cells | 101 x dfrtp_1, 77 x mux2_2, 32 x buf_4, 19 x mux2_4, 6 x buf_2 |
| Syn_area_per_cell | 16.3 um2 |
| Sequential area share after synthesis | 62.2% |
| Ports | 83 |
| Vias | 1,928 |
| DR iter-0 viols | 49 |
| Final hold violation count | 0 |
| CTS Buf Count | 5 |
| Post-synth area hogs | dfrtp_1 62%, mux2_2 21%, mux2_4 7.0% |
| CP Max Fanout | 35 |
| CTS max path bufs | 2 |
| Number of global-route vias before repair | 1,890 |
| Endpoints left unconstrained | 131 |
| Min Hold Slack | 0.490 ns |
| Number of enable flip-flop cells | 0 |
| CP Launch Type | input pin |
| IO buf count | 82 |
| Via-to-Cell Ratio | 4.76 |
| Layout cells sized above 1 | 37.3% |
| Switching Share | 24.5% |
| Setup TNS | 0 ns |
| Initial antenna violation count | 0 |
| Hold WC Path Type | reg -> reg |
| Internal power | 1.95 mW |
| Pins over their slew limit | 0 |
| Hold bufs inserted after CTS | 0 |
| GPL Wtd Cong | 0.689 |
| Register pins left without a clock | 67 |
| Req. time, crit path | 2.77 ns |
| Final Critical Period | 1.25 ns |
| DRT antenna net count | 0 |
| # DRC | 0 |
| Area grow syn2layout | 19.3% |
| Async set-or-reset flop fraction in the synthesized netlist | 100% |
| Most numerous cell in the Yosys netlist | dfrtp_1 |
| YS warnings | 3 |
| Gr ovfl total | 0 |
| Cell Type Count | 11 |
| Root Buffer | clkbuf_8 |
| Worst hold stages | 1 |
| TritonCTS clock tree | done |
| Synth flops | 101 |
| # rows | 32 |
| Final WL | 5520 um |
| CP endpoint kind | flip-flop |
| Largest net degree at the start of global routing | 102 |
| Crit path DAT | 1.41 ns |
| Total GRT Usage | 15.0% |
| YS chip area | 0.00406 mm2 |
| Logic area | 0.00122 mm2 |
| Slew at the pin closest to its max-slew limit | 0.540 ns |
| Register area | 0.00253 mm2 |
| Critical path type | in -> reg |
| Die Wd | 92.1 um |
| # Max-Cap Violations | 0 |
| Placed Area | 0.00475 mm2 |
| Worst-path clk slew | 0.07 ns |
| Fmax | 802 MHz |
| FP Core Util | 52.0% |
| Clk pwr share | 14.9% |
| Number of fill cells | 613 |
| Pleak | 2.12 nW |
| Worst-Skew Late Latency | 0.28 ns |
| H-tree levels | 2 |
| PostCTS Resize Cnt | 0 |
| Setup Fix Bufs, Post-CTS | 0 |
| Clock skew | 0.00418 ns |
[cells in the final DEF, fill, tap and decap left out, drive strengths merged]
| cell | instances |
|---|---|
| dfrtp | 101 |
| mux2 | 96 |
| o21ai | 2 |
| clkdlybuf4s50 | 81 |
| clkinv | 1 |
| buf | 6 |
| inv | 2 |
| clkbuf | 7 |
| clkinvlp | 1 |
| xor2 | 3 |
| nand2 | 3 |
[through the flow]
step / utilization, % / cells / setup WS [ns] / power [mW]
2_1_floorplan: - / 249 / 0.876 / 1.88
3_3_place_gp: 60.9 / 397 / 1.06 / 2.20
3_5_place_dp: 60.9 / 397 / 1.06 / 2.23
4_1_cts: 62.1 / 405 / 1.33 / 2.63
5_1_grt: 62.1 / 405 / 1.28 / 2.77
6_report: 62.1 / 405 / 1.35 / 2.58
[flip-flops by register name, indices dropped and copies added, names as in the netlist, 16 cells and up]
name / flops
lp1.reg_in: 16
lp2.reg_in: 16
lp3.reg_in: 16
ds3.out_g: 16
ds1.out_g: 16
ds2.out_f: 16
[power groups by stage]
stage / clock network, mW / logic [mW] / registers (mW)
global route: 0.423 / 0.970 / 1.37
finish: 0.385 / 0.876 / 1.32
CTS: 0.408 / 0.898 / 1.33
[worst max-delay path: stages]
cell    delay [ns]
buf_2         0.09
buf_4         0.40
mux2_2        0.39
[per-layer routing]
| layer | GRT usage [%] | routed length, um | up-vias |
|---|---|---|---|
| li1 | - | - | 933 |
| met1 | 28.2 | 2970 | 934 |
| met2 | 21.3 | 2280 | 56 |
| met3 | 1.27 | 191 | 5 |
| met4 | 1.56 | 74 | 0 |
| met5 | 0 | 0 | - |
[final cells by class]
| class | instances | share of cell area [%] |
|---|---|---|
| Clock inverter | 1 | 0.103 |
| Inverter | 3 | 0.310 |
| Tap cell | 102 | 2.63 |
| Multi-Input combinational cell | 104 | 25.1 |
| Sequential cell | 101 | 52.2 |
| Clock buffer | 7 | 1.78 |
| Timing Repair Buffer | 87 | 17.9 |
[final timing paths]
kind | startpoint | endpoint | slack [ns]
max | clk_enable | lp1.reg_in[13] | 1.35
min | ds1.toggle | ds1.toggle | 0.49
max reg2reg | ds1.toggle | ds1.out_g[8] | 1.36
min reg2reg | ds1.toggle | ds1.toggle | 0.49
max in group asynchronous | reset | ds1.out_g[8] | 1.45
min in group asynchronous | reset | ds1.out_g[10] | 0.75
[kinds of logic after synthesis]
group | Yosys count | synth area share, %
AOI/OAI and AO/OA | 2 | 0.247
and+or+nand+nor | 3 | 0.709
muxes | 96 | 28.4
xor gates and xnor gates | 3 | 0.647
buffers and inverters | 44 | 7.77
DFF | 101 | 62.2
No activity file was given, so power comes from the tool's default toggle rates.
