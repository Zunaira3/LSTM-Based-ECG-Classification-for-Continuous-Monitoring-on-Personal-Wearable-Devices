[flow/config.mk]
export PLATFORM = sky130hd
export DESIGN_NAME = idwt_top
export DESIGN_NICKNAME = idwt_top
export VERILOG_FILES = /design/flow/design.v
export SDC_FILE = /design/flow/constraint.sdc
export NUM_CORES = 4
export LEC_CHECK = 1
export CORE_UTILIZATION = 40
[flow/constraint.sdc]
current_design idwt_top

set clk_period 5.1
set clk_io_pct 0.2

create_clock -name clk0 -period $clk_period [get_ports {clk}]

set non_clock_inputs [all_inputs -no_clocks]
set_input_delay [expr $clk_period * $clk_io_pct] -clock clk0 $non_clock_inputs
set_output_delay [expr $clk_period * $clk_io_pct] -clock clk0 [all_outputs]
[flow/design.v]
module hpr (
    input clk,
    input clk_enable,
    input reset,
    input signed [15:0] in,
    output signed [15:0] out
);
    reg signed [15:0] r;
    always @(posedge clk or posedge reset) begin
        if (reset) r <= 0;
        else if (clk_enable) r <= in;
    end
    assign out = r;
endmodule
module idwt_top (
    input clk,
    input clk_enable,
    input reset,
    input signed [15:0] D1, D2, D3, D4,
    output signed [15:0] reconstructed_out
);
    wire signed [15:0] f_r, g_r, f_g_r, g_g_r, f_g_g_r, g_g_g_r;
    upsample up1(.clk(clk), .clk_enable(clk_enable), .reset(reset), .g_in(D4), .f_in(D3), .g_out(), .f_out(), .clk_out());
    hpr hpr1(.clk(clk), .clk_enable(clk_enable), .reset(reset), .in(D3), .out(f_r));
    lpr lpr1(.clk(clk), .clk_enable(clk_enable), .reset(reset), .in(D4), .out(g_r));
    assign reconstructed_out = f_r + g_r;  
endmodule
module lpr (
    input clk,
    input clk_enable,
    input reset,
    input signed [15:0] in,
    output signed [15:0] out
);
    reg signed [15:0] r;
    always @(posedge clk or posedge reset) begin
        if (reset) r <= 0;
        else if (clk_enable) r <= in;
    end
    assign out = r;
endmodule
module upsample (
    input clk,
    input clk_enable,
    input reset,
    input signed [15:0] g_in,
    input signed [15:0] f_in,
    output reg signed [15:0] g_out,
    output reg signed [15:0] f_out,
    output reg clk_out
);
    always @(posedge clk or posedge reset) begin
        if (reset) begin
            g_out <= 0;
            f_out <= 0;
            clk_out <= 0;
        end else if (clk_enable) begin
            g_out <= g_in;  
            f_out <= f_in;
            clk_out <= 1;
        end
    end
endmodule
[flow/run.sh]
#!/bin/bash
# OpenROAD 26Q1-2900-gdf79404cd8, Yosys 0.63+post, stock flow scripts
make -C /OpenROAD-flow-scripts/flow DESIGN_CONFIG=/design/flow/config.mk WORK_HOME=/design/flow/orfs finish
==> impl_metrics.py <==
# Physical implementation metrics
metrics = {
    "placement": {
        "gp_congestion": 0.8970,
        "dp_slack_ps": 1433,
        "dp_hpwl_um": 2846,
        "port_buffers": 50,
        "placed_cells": 269,
    },
    "final_timing": {
        "setup_viol_count_final": 0,
        "final-hold-violation-count": 0,
        "layout_setup_ws_ps": 1125,
        "slew_viol_final": 0,
        "tightest_slew_ps": 409.6,
        "holdWs_ps": 496.2,
        "tns_ps": 0,
        "relSlewSlack_pct": 72.70,
        "rsz0062_at_grt": "no",
        "clock_skew_ps": 0,
        "period_used_pct": 77.94,
        "finalCriticalPeriod_ps": 3975,
        "fmax_mhz": 251.6,
    },
    "worst_setup_path": {
        "regToRegStartpoint": "hpr1.r[1]",
        "crit_start": "hpr1.r[0]",
        "cp.required_ps": 4080,
        "crit_type": "reg2out",
        "startpoint_type": "flop",
        "rr_endpoint": "hpr1.r[1]",
        "r2r_slack_ps": 4310,
        "arrival_ps": 2950,
        "worstPathMaxFanout": 3,
        "rr_worst_depth": 1,
        "endpoint_kind": "primary output",
    },
    "synth": {
        "yosysMostFrequentCell": "dfrtp_1",
        "area_leaders": "dfrtp_1, mux2_2, ha_1",
        "top_area_share_pct": 41.59,
        "syn_area_um2": 1926,
        "synth.largest_area_cell": "dfrtp_1",
        "postSynthAreaPerCell_um2": 11.33,
        "netlist_top_cells_count": "dfrtp_1, mux2_2, a21oi_1, ha_1, xnor2_1",
        "synthCells": 170,
        "async_flop_share_pct": 100.0,
        "ys_cells": 170,
        "ys_ff": 32,
        "ys_warn_count": 3,
        "ys_seq_share_pct": 41.59,
        "synth_chip_area_um2": 1926,
        "edf_count": 0,
        "synth_cell_types": 34,
        "synthFlopType": "dfrtp_1",
    },
    "floorplanning": {
        "pin_count": 83,
        "rows": 24,
        "die_y_um": 71.38,
        "design.die.area_um2": 5095,
        "initCoreUtil_pct": 42.75,
        "coreArea_um2": 4504,
        "die_w_um": 71.38,
    },
    "routing": {
        "ant_nets": 0,
        "viasPerCell": 5.209,
        "dr.first_iter.drc_count": 39,
        "drt_wl_total_um": 3635,
        "route.vias.total": 1443,
        "dr.pass1.iters": 19,
        "wire_per_inst_um": 13.12,
        "antenna-diode-count": 0,
        "route.detailed.drc": 0,
    },
    "layout": {
        "final_cells": 277,
        "fillers": 383,
        "drive_gt1_share_pct": 18.67,
        "syn_to_final_growth_pct": 34.76,
        "utilization_pct": 57.61,
    },
    "clocking": {
        "clk_latency_ps": 270,
        "post-cts-setup-buffer-count": 0,
        "clk_path_buf_depth": 2,
        "cts_buffers": 5,
        "holdBufCountCts": 0,
        "cts_root_buf": "clkbuf_8",
        "post_cts_resize_count": 0,
        "cts_sinks": 32,
        "cts_tree": "built",
        "path_clk_slew_ps": 60,
        "htree_levels": 2,
    },
    "min_path": {
        "hold_class": "reg2reg",
        "hold_depth": 1,
        "hold_start": "lpr1.r[0]",
        "worstHoldEndpoint": "lpr1.r[0]",
    },
    "global_route": {
        "antenna_found_initial": 0,
        "grt_pass1_wl_um": 6348,
        "grt_pass1_vias": 1410,
        "grt_usage_pct": 16.09,
        "grt-ovfl-total": 0,
        "grt_max_degree": 33,
    },
    "power_and_ir_drop": {
        "powerDensity_nw_per_um2": 334.4,
        "p_leak_nw": 1.087,
        "ir_worst_vdd_v": 0.0001807,
    },
    "run": {
        "tool_warnings": 57,
        "cap_violations": 0,
    },
    "run_status": {
        "status": "completed",
    },
}
## stage by stage
stage          power [mW]  instance area [um2]
3_3_place_gp       0.6389                 2487
4_1_cts            0.8840                 2595
5_1_grt            0.9316                 2595
2_1_floorplan      0.4789                 1926
3_5_place_dp       0.6423                 2487
6_report           0.8678                 2595
## logic make-up after synthesis
group / share of synthesized area, %
buffers and inverters: 1.949
multiplexers: 19.23
AND-OR/OR-AND: 14.03
AND/OR/NAND/NOR: 5.588
adder cells (fa/ha/maj): 10.79
flip-flops: 41.59
XOR/XNOR: 6.822
## metal layers
| metal | vias to the layer above | GRT usage (%) | part of all wire (%) |
|---|---|---|---|
| met5 | - | 0 | 0 |
| met2 | 38 | 24.13 | 45 |
| met3 | 7 | 2.568 | 5.1 |
| li1 | 729 | - | - |
| met1 | 669 | 25.80 | 48 |
| met4 | 0 | 2.889 | 1.3 |
## registers in the layout, summed over array words and instances, names as in the netlist
signal	cells
hpr1.r	16
lpr1.r	16
## layout make-up
cell class	count	area, um2	share of cell area, %
Tap cell	52	65.06	2.507
Timing Repair Buffer	52	515.5	19.86
Sequential cell	32	800.8	30.86
Inverter	5	18.77	0.7232
Multi-Input combinational cell	128	1087	41.90
Clock buffer	6	72.57	2.797
Clock inverter	2	35.03	1.350
## report_power, final
| group | switching [mW] | total, mW | internal [mW] |
|---|---|---|---|
| Combinational | 0.129 | 0.340 | 0.211 |
| Sequential | 0.0146 | 0.294 | 0.279 |
| Clock | 0.0886 | 0.233 | 0.145 |
## placed cells by master (no fill, tap or decap), types with 2 or more instances in the layout
| cell | Yosys | final |
|---|---|---|
| clkbuf_8 | 0 | 5 |
| a21o_1 | 2 | 2 |
| inv_1 | 4 | 4 |
| o211ai_1 | 3 | 3 |
| ha_1 | 15 | 15 |
| xnor2_1 | 10 | 10 |
| nor3_1 | 3 | 3 |
| nand3_1 | 5 | 5 |
| o21ai_0 | 6 | 6 |
| a21oi_1 | 17 | 17 |
| buf_4 | 0 | 2 |
| o21bai_1 | 2 | 2 |
| nor2_1 | 5 | 5 |
| mux2_1 | 4 | 4 |
| nand2_1 | 8 | 8 |
| mux2_2 | 28 | 28 |
| xor2_1 | 5 | 5 |
| clkdlybuf4s50_1 | 0 | 50 |
| dfrtp_1 | 32 | 32 |
## worst max-delay path, cell delays in order (launching register included)
cell and delay [ps]:
dfrtp_1 380, ha_1 240, fa_1 420, a21o_4 250, a311oi_2 370, nor3_1 130, o41ai_2 240, xnor2_1 160
clkdlybuf4s50_1 480
## how the worst max path moves through the flow
stage                 slack [ps]                     to  cells after the start
after CTS                   1100  reconstructed_out[12]                      8
after global routing        1000  reconstructed_out[12]                      8
final                       1130  reconstructed_out[12]                      8
Power is estimated from default activity; no workload was simulated.
